<file path="/design/flow/design.v">
typedef enum logic[1:0] {
	LOADER_IDLE,
	LOADER_LOAD_A,
	LOADER_LOAD_B,
	LOADER_END
} controle_entrada_t;
typedef enum logic [1:0] {
    ST_DB_INIT       = 2'b00, 
	ST_DB_DELAY_ON   = 2'b01, 
	ST_DB_DELAY_END  = 2'b10, 
	ST_DB_END        = 2'b11
} estado_db_t;
typedef enum logic [1:0] {
   ST_IDLE    = 2'b00, 
	ST_COMPUTE = 2'b01, 
	ST_END     = 2'b11
} estado_t;
typedef enum logic[2:0] {
	MULT_IDLE = 3'd1,
	MULT_BIT_0 = 3'd2,
	MULT_BIT_1 = 3'd3,
	MULT_BIT_2 = 3'd4,
	MULT_BIT_3 = 3'd5,
	MULT_END = 3'd6
} multiplicador_state_t;
module Pratica02(
	output		          		ADC_CONVST,
	output		          		ADC_SCK,
	output		          		ADC_SDI,
	input 		          		ADC_SDO,
	inout 		    [15:0]		ARDUINO_IO,
	inout 		          		ARDUINO_RESET_N,
	input 		          		FPGA_CLK1_50,
	input 		          		FPGA_CLK2_50,
	input 		          		FPGA_CLK3_50,
	inout 		          		HDMI_I2C_SCL,
	inout 		          		HDMI_I2C_SDA,
	inout 		          		HDMI_I2S,
	inout 		          		HDMI_LRCLK,
	inout 		          		HDMI_MCLK,
	inout 		          		HDMI_SCLK,
	output		          		HDMI_TX_CLK,
	output		          		HDMI_TX_DE,
	output		    [23:0]		HDMI_TX_D,
	output		          		HDMI_TX_HS,
	input 		          		HDMI_TX_INT,
	output		          		HDMI_TX_VS,
	input 		     [1:0]		KEY,
	output		     [7:0]		LED,
	input 		     [3:0]		SW
);
wire [31:0] contador_o;
registrador #(.DATA_WIDTH(32)) registrador_inst(
	.clk(FPGA_CLK1_50),
	.reset(SW[0]),
	.data_i(contador_o + 8'd1),
	.data_o(contador_o)
);
assign LED = contador_o[31:24];
endmodule
module registrador
    #(               
        parameter  DATA_WIDTH = 32
    )
    (
    input clk, 
    input reset, 
    input  [DATA_WIDTH-1:0] data_i,  
    output [DATA_WIDTH-1:0] data_o  
    ); 
reg [DATA_WIDTH-1:0] data_reg;
always @(posedge clk, negedge reset)
begin
    if(reset == 1'b0)
    begin
        data_reg <= 0;
    end 
    else 
    begin
        data_reg <= data_i;
    end
end
assign data_o = data_reg;
endmodule
</file>
<file path="/design/flow/run.sh">
#!/bin/bash
# OpenROAD 26Q1-2900-gdf79404cd8, Yosys 0.63+post, stock flow scripts
make -C /OpenROAD-flow-scripts/flow DESIGN_CONFIG=/design/flow/config.mk WORK_HOME=/design/flow/orfs finish
</file>
<file path="/design/flow/config.mk">
export PLATFORM = sky130hd
export DESIGN_NAME = Pratica02
export DESIGN_NICKNAME = Pratica02
export VERILOG_FILES = /design/flow/design.v
export SDC_FILE = /design/flow/constraint.sdc
export NUM_CORES = 4
export LEC_CHECK = 1
export CORE_UTILIZATION = 30
</file>
<file path="/design/flow/constraint.sdc">
current_design Pratica02

set clk_period 5.5
set clk_io_pct 0.2

create_clock -name clk0 -period $clk_period [get_ports {FPGA_CLK1_50}]

set non_clock_inputs [all_inputs -no_clocks]
set_input_delay [expr $clk_period * $clk_io_pct] -clock clk0 $non_clock_inputs
set_output_delay [expr $clk_period * $clk_io_pct] -clock clk0 [all_outputs]
</file>
==> results_slide.txt <==
Implementation Results

Status
  • Status: finished, final reports clean

Placed design
  • RePlAce Congestion: between 0.7 and 0.8
  • Detailed Place HPWL: between 1500 and 2000 um
  • Port Buffer Count: 9
  • Placed inst area: roughly 1800 um2

Global route
  • Largest net degree at the start of global routing: 33
  • Initial antenna violation count: 0
  • GR Util All Layers: 0.0912
  • Vias in the first global route: around 900
  • Grt total ovfl: 0
  • First-pass GRT wire length: roughly 4400 um

Clocking
  • Clock-pin slew of the registers on the worst-case setup and hold paths: 0.07 ns
  • CTS root buf: clkbuf_8
  • TritonCTS Buffers: 5
  • Clock sink count: 32
  • CTS tree: done
  • H-tree Lvls: 2
  • Postcts setup bufs: 0
  • CTS resizes: 0
  • Clk buf depth: 2
  • Latency at later pin: around 0.28 ns
  • Hold Buf Count CTS: 0

Power and ir drop
  • Sw Share: 0.181
  • P_leak: 0.888 nW
  • Reg power frac: 0.486
  • P per Cell Area: 256 nW/um2
  • Clock power share: 0.502
  • Power Internal: a little under 0.4 mW
  • Worst vdd ir: 0.000148 V
  • Post-layout power: 0.484 mW
  • Combinational power share: 0.012
  • Switching power: roughly 0.088 mW

Die
  • Width of the die: just under 80 um
  • Die Y: between 70 and 80 um
  • Rows: 27
  • Die area: between 6000 and 7000 um2
  • Core area: between 5000 and 6000 um2
  • Io pins: 73
  • Starting Density: 0.315

Worst hold path
  • HP Class: reg2reg
  • Hold Path Cell Cnt: 1

Synth
  • Simple-Gate Area Share: 0.212
  • Syn Inst Count: approximately 170
  • Unique masters post-synth: 21
  • Top cells by count, synth: buf_4 (40), dfrtp_1 (32), xnor2_1 (19)
  • Yosys warnings: 32
  • Fraction of registers with async set/reset: 1.00
  • Synthesized cell area: 1770 um2
  • Register area share after synthesis: 0.453
  • Number of enable flip-flop cells: 0
  • Aoi share: 0
  • Cell taking the most area after synthesis: dfrtp_1
  • Count leader, synth: buf_4
  • Synthesis area per yosys: roughly 1800 um2
  • Yosys stat cell total: 165
  • Ys flops: 32
  • Adder share: 0.00708
  • Synth Flop Type: dfrtp_1
  • Dominant comb cell: simple AND/OR/NAND/NOR gates
  • Mean post-synth cell area: approximately 11 um2
  • Biggest area cells: dfrtp_1 (45%), buf_4 (17%), xnor2_1 (9.4%), xor2_1 (5.5%), nand4_1 (5.0%)
  • Post-synth top area share: 0.453
  • Synth mux share: 0
  • XORs/XNORs by Area: 0.149

Final layout
  • Design Area, Final: approximately 1900 um2
  • Area Growth Syn to Fin: 6.87%
  • Share of post-route cells with drive strength above 1: 0.0930
  • Largest register FFs: 32
  • Core Util, Final: 0.337

Worst setup path
  • CP Buf/Inv Count: 1
  • Crit Path Class: reg2out
  • Crit path cell chain: clkdlybuf4s50_1
  • Critical-path top delay cell: clkdlybuf4s50_1
  • Crit end category: output pin
  • Cell depth of the worst setup path: 1
  • Startpoint Class: register
  • Worst reg2reg path depth: 5
  • Worst Path Required: 4.40 ns
  • WP data arrival: 1.19 ns
  • Crit-path leading delay family: buffers and inverters
  • CP peak stage delay: 0.50 ns
  • Worst Path Max Fanout: 5

STA
  • Slew margin rel.: 0.596
  • Total Neg Setup Slack: 0 ns
  • Measured slew at the worst slew-check pin: 0.602 ns
  • Endpoints left unconstrained: 23
  • Worst clock skew: between 0.007 and 0.008 ns
  • Fin crit period: roughly 2.3 ns
  • Smallest hold slack: around 0.47 ns
  • Final hold violations: 0
  • Final setup vio count: 0
  • RSZ-0062 raised after global routing: no
  • Max Freq: about 440 MHz
  • Slew Viols, Final: 0
  • Final worst path period share: 0.417

Detailed routing
  • Final wirelength: approximately 2600 um
  • 1st-pass router iterations: 4
  • Vias: 1027
  • DR WL/cell: 10.6 um
  • # DRC: 0
  • Post-route ant nets: 0
  • Starting DRC count in detailed routing: between 40 and 50
  • Vias per cell: approximately 4.2
  • ANT cells: 0

Flow run
  • Max Cap Violations: 0
  • Tool warning count: between 50 and 60
[layer usage]
layer / global-route usage / vias to the layer above / wire length (um)
li1: - / 505 / -
met1: 0.148 / 489 / 1300
met2: 0.122 / 28 / 1130
met3: 0.0280 / 5 / 135
met4: 0.0130 / 0 / 29
met5: 0 / - / 0
[cell usage in the layout (no fill, tap or decap), types with 2 or more instances in the layout]
cell type | Yosys | routed
and3_1 | 3 | 3
clkdlybuf4s50_1 | 0 | 9
and4_1 | 5 | 5
nor2_1 | 3 | 3
nor4_2 | 3 | 3
and2_1 | 5 | 5
nand3_1 | 7 | 7
clkbuf_8 | 0 | 7
nor3_1 | 4 | 4
nand2_1 | 10 | 10
dfrtp_1 | 32 | 32
nand4_1 | 14 | 14
xnor2_1 | 19 | 19
inv_1 | 2 | 2
conb_1 | 1 | 31
xor2_1 | 11 | 11
[cells by family after synthesis]
| logic type | after synthesis |
|---|---|
| xor gates and xnor gates | 30 |
| adders and majority gates | 1 |
| buffers and inverters | 43 |
| DFF | 32 |
| other | 1 |
| and+or+nand+nor | 58 |
[power groups by stage]
stage	combinational [mW]	sequential (mW)	clock [mW]
6_report	0.00588	0.235	0.243
5_1_grt	0.00793	0.235	0.265
4_1_cts	0.00657	0.235	0.250
[final timing paths]
path / from / endpoint / slack, ns
worst max-delay path: registrador_inst.data_reg[24] / LED[0] / 3.21
worst min-delay path: registrador_inst.data_reg[31] / registrador_inst.data_reg[31] / 0.47
worst max register to register: registrador_inst.data_reg[0] / registrador_inst.data_reg[18] / 3.67
worst min register to register: registrador_inst.data_reg[31] / registrador_inst.data_reg[31] / 0.47
max in group asynchronous: SW[0] / registrador_inst.data_reg[8] / 3.99
min in group asynchronous: SW[0] / registrador_inst.data_reg[25] / 1.21
[metrics by stage]
step / setup WS [ns] / instances
after floorplan: 3.89 / 195
after global placement: 3.50 / 236
after detailed placement: 3.50 / 236
after CTS: 3.19 / 244
after global routing: 3.15 / 244
final: 3.21 / 244
[area by class of cell]
class	instances	area, um2
fillers	561	3720
repair buffers	10	97.6
inverters	2	7.51
clock buffers	7	96.3
clock inverters	1	30.0
flip-flops and latches	32	801
well taps	72	90.1
multi-input cells	120	766
Power is estimated from default activity; no workload was simulated.
