**./design.v**
```verilog
typedef enum logic[1:0] {
	LOADER_IDLE,
	LOADER_LOAD_A,
	LOADER_LOAD_B,
	LOADER_END
} controle_entrada_t;
typedef enum logic [1:0] {
    ST_DB_INIT       = 2'b00, 
	ST_DB_DELAY_ON   = 2'b01, 
	ST_DB_DELAY_END  = 2'b10, 
	ST_DB_END        = 2'b11
} estado_db_t;
typedef enum logic [1:0] {
   ST_IDLE    = 2'b00, 
	ST_COMPUTE = 2'b01, 
	ST_END     = 2'b11
} estado_t;
typedef enum logic[2:0] {
	MULT_IDLE = 3'd1,
	MULT_BIT_0 = 3'd2,
	MULT_BIT_1 = 3'd3,
	MULT_BIT_2 = 3'd4,
	MULT_BIT_3 = 3'd5,
	MULT_END = 3'd6
} multiplicador_state_t;
module czr_debounce #(parameter TIME_DEBOUNCE = 23'd5000000)
(
	input rst_i,
	input clk_i,
	input signal_i,
	output signal_o
);
reg previous;
reg current;
reg [22:0] counter;
reg output_value;
always @ (posedge clk_i, negedge rst_i) begin
	if (!rst_i) begin
		counter <= 23'd0;
		previous <= 1'b1;
		current <= 1'b0;
		output_value <= 1'b0;
	end else begin
		previous <= current;
		current <= signal_i;
		if (previous == current) begin
			counter <= counter + 23'd1;
		end else begin
			counter <= 23'd0;
		end
		output_value <= (counter == TIME_DEBOUNCE) ? current : output_value;
	end
end
assign signal_o = output_value;
endmodule
```
**./run.sh**
```bash
#!/bin/bash
# OpenROAD 26Q1-2900-gdf79404cd8, Yosys 0.63+post, stock flow scripts
make -C /OpenROAD-flow-scripts/flow DESIGN_CONFIG=/design/flow/config.mk WORK_HOME=/design/flow/orfs finish
```
**./config.mk**
```make
export PLATFORM = sky130hd
export DESIGN_NAME = czr_debounce
export DESIGN_NICKNAME = czr_debounce
export VERILOG_FILES = /design/flow/design.v
export SDC_FILE = /design/flow/constraint.sdc
export NUM_CORES = 4
export LEC_CHECK = 1
export CORE_AREA = 10 10 114 114
export DIE_AREA = 0 0 124 124
```
**./constraint.sdc**
```tcl
current_design czr_debounce

set clk_period 3.4
set clk_io_pct 0.2

create_clock -name clk0 -period $clk_period [get_ports {clk_i}]

set non_clock_inputs [all_inputs -no_clocks]
set_input_delay [expr $clk_period * $clk_io_pct] -clock clk0 $non_clock_inputs
set_output_delay [expr $clk_period * $clk_io_pct] -clock clk0 [all_outputs]
```
==> results.py <==
# Flow results
metrics = {
    "synthesis": {
        "synth-main-ff-cell": "dfrtp_1",
        "yosysTopAreaCell": "dfrtp_1",
        "syn_inst": 135,
        "synth_top_area_share_pct": 47.57,
        "synth_cell_types": 33,
        "synthArstFlopShare_pct": 100.0,
        "synth-edff-count": 0,
        "synth_chip_area_mm2": 0.001315,
        "area_leaders": "dfrtp_1, xnor2_1, nor2_1",
        "avgSynthCellArea_um2": 9.741,
        "ys_ff": 26,
        "most_common_cell": "dfrtp_1",
        "yosys_warnings": 1,
        "yosysCellCount": 135,
        "top_cells_by_count": "dfrtp_1, nor2_1, nand2_1",
        "ys_seq_share_pct": 49.57,
        "syn_area_mm2": 0.001315,
    },
    "cts": {
        "clk_pin_slew_ns": 0.09,
        "cts_resized": 0,
        "htreeDepth": 1,
        "cts_hold_buf": 0,
        "post_cts_buffers": 0,
        "insertion_delay_ns": 0.26,
        "cts_tree": "done",
        "clk_path_buf_depth": 2,
        "root_buffer": "clkbuf_8",
        "numCtsBuffers": 3,
        "clock_sinks": 26,
    },
    "final_timing": {
        "fin_crit_ns": 2.005,
        "finClkSkew_ns": 0.001461,
        "fin_hold_ws_ns": 0.4434,
        "finalSetupViolations": 0,
        "fmax_ghz": 0.4986,
        "period_used_pct": 58.99,
        "hold_viol_final": 0,
        "maxSlewHeadroom_pct": 70.01,
        "drv_slew": 0,
        "tightest_slew_ns": 0.4467,
        "rsz0062_at_grt": "false",
        "tns_ns": 0,
    },
    "power_and_ir_drop": {
        "leakage_uw": 0.0005760,
        "power_density_mw_per_mm2": 357.5,
        "ir_drop_uv": 93.09,
    },
    "floorplanning": {
        "io_pins": 4,
        "dieArea_mm2": 0.01538,
        "die_x_um": 124,
        "initCoreUtil_pct": 12.62,
        "core_area_mm2": 0.01042,
        "die_h_um": 124,
        "num_rows": 37,
    },
    "grt": {
        "antenna_found_initial": 0,
        "grt_pass1_wl_um": 4519,
        "grtUsageMet3_pct": 1.010,
        "met1_usage_pct": 5.017,
        "met2_usage_pct": 5.232,
        "overflow": 0,
        "grt_pass1_vias": 958,
        "grtUsageTotal_pct": 3.512,
        "gr-max-usage-layer": "met2",
        "grt_max_degree": 27,
    },
    "drt": {
        "vias_per_cell": 3.625,
        "drtPass1Iterations": 4,
        "wl_um": 2555,
        "drc": 0,
        "first_iter_violations": 75,
        "drt-wirelength-per-cell_um": 9.291,
        "dr_total_vias": 997,
        "drt.antenna.violating_nets": 0,
        "n_antenna_cell": 0,
    },
    "placed_design": {
        "dp_hpwl_um": 1790,
        "place.port_buffers": 3,
        "place_inst": 271,
        "place_congestion": 0.8388,
    },
    "setup_path": {
        "cp_num_buf_inv": 0,
        "crit_chain": "ha_1 > and4_2 > nand4bb_1 > or4_1 > a21oi_1",
        "critical_path.max_stage_delay_ns": 0.51,
        "startpoint_type": "register",
        "criticalPathCategory": "reg2reg",
        "reg2reg_slack_ns": 1.39,
        "arrival_ns": 2.20,
        "cp_max_fo": 11,
        "critPathSlowestCell": "or4_1",
        "required_ns": 3.59,
        "cpLargestDelayFamily": "simple AND/OR/NAND/NOR gates",
        "end_kind": "register",
    },
    "flow_run": {
        "tool_warnings": 26,
        "drv_cap": 0,
    },
    "run_status": {
        "status": "complete, no violations",
    },
    "finish": {
        "layout.area.comb_um2": 618.1,
        "layout.area.seq_um2": 651.9,
        "final_util_pct": 15.00,
        "layout-drive-gt1-share_pct": 7.194,
        "num-fill-cells": 1152,
        "fin_cells": 275,
        "area_growth_pct": 18.84,
    },
    "worst_hold_path": {
        "min_path_type": "reg2reg",
    },
}
[power by group]
| part | internal (uW) | switching, uW |
|---|---|---|
| Sequential | 316 | 9.42 |
| Combinational | 13.9 | 23.6 |
| Clock | 103 | 92.0 |
[final timing paths]
kind | start | to | cells past startpoint
worst min-delay path | current | previous | 0
worst max-delay path | counter[0] | counter[22] | 5
worst min register to register | current | previous | 0
max in group asynchronous | rst_i | previous | 2
worst max register to register | counter[0] | counter[22] | 5
min in group asynchronous | rst_i | counter[17] | 2
[per-stage QoR]
stage / power [uW] / cell area (um2) / setup WS (ns)
2_1_floorplan: 351.3 / 1315 / 1.682
3_3_place_gp: 369.1 / 1508 / 1.475
3_5_place_dp: 369.9 / 1508 / 1.411
4_1_cts: 571.5 / 1563 / 1.387
5_1_grt: 589.4 / 1563 / 1.157
6_report: 558.7 / 1563 / 1.395
[routing by layer]
| layer | up-vias | share of wire [%] | wire length (um) |
|---|---|---|---|
| li1 | 489 | - | - |
| met1 | 488 | 50 | 1283 |
| met2 | 18 | 44 | 1112 |
| met3 | 2 | 4.9 | 126 |
| met4 | 0 | 1.3 | 32 |
| met5 | - | 0 | 0 |
[cells by family (layout without fill, tap and decap cells)]
family	Yosys count	count (layout)	synth area share [%]
compound gates	18	18	8.278
xor+xnor	13	13	8.658
fa+ha+maj	2	2	1.903
buf+inv	11	15	3.425
flops	26	26	49.57
mux	2	2	1.617
simple gates	63	63	26.55
[sequential cells by signal, indices dropped and copies added (netlist names)]
name and count:
counter 23, current 1, output_value 1, previous 1
[placed cells by master, fill, tap and decap left out]
cell	synthesis	layout
nor2_1	16	16
and3_1	2	2
xor2_1	6	6
a31oi_1	1	1
nand4_1	4	4
or4_1	6	6
dfrtp_1	25	25
nand4_2	1	1
clkdlybuf4s50_1	0	3
ha_1	2	2
nand2b_1	1	1
o21ai_0	3	3
mux2i_1	1	1
a41o_1	1	1
inv_1	6	6
mux2_2	1	1
dfstp_2	1	1
xnor2_1	7	7
clkbuf_8	0	4
or3_1	3	3
o31ai_1	5	5
or2_1	1	1
nand3_1	8	8
nand2_1	9	9
nand4bb_1	1	1
buf_4	0	2
nor4b_1	2	2
nor3_1	2	2
and4_2	1	1
a21oi_1	8	8
nor4_1	3	3
and4_1	1	1
and2_1	2	2
[cell type report]
| cell class | instances | area share [%] |
|---|---|---|
| Sequential cell | 26 | 41.71 |
| Multi-Input combinational cell | 98 | 39.55 |
| Tap cell | 136 | 10.89 |
| Clock buffer | 4 | 3.523 |
| Timing Repair Buffer | 5 | 2.882 |
| Inverter | 6 | 1.441 |
Power figures rest on the tool's default switching activity, not on a simulated workload.
